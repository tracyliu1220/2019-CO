$ cat /design/flow/design.v
`timescale 1ns/1ps
module alu_bot(
               src1,        
               src2,        
               less,        
               A_invert,    
               B_invert,    
               cin,         
               operation,   
               result,      
               set,
               overflow,
               cout
               );
input         src1;
input         src2;
input         less;
input         A_invert;
input         B_invert;
input         cin;
input [2-1:0] operation;
output        result;
output        overflow;
output        set;
output        cout;
reg           result;
reg           overflow;
reg           set;
reg           cout;
reg           _src1;
reg           _src2;
always@( * ) begin
    _src1 = src1;
    _src2 = src2;
    if (A_invert) _src1 = !src1;
    if (B_invert) _src2 = !src2;
    {cout, result} = _src1 + _src2 + cin;
    set = result;
    overflow = 0;
    if (operation == 2'b00)  
        result = _src1 & _src2;
    else if (operation == 2'b01)  
        result = _src1 | _src2;
    else if (operation == 2'b10) begin  
        {cout, result} = _src1 + _src2 + cin;
        if (_src1 == 1 && _src2 == 1 && result != 1)
            overflow = 1;
        else if (_src1 == 0 && _src2 == 0 && result != 0)
            overflow = 1;
        else
            overflow = 0;
    end
    else if (operation == 4'b11)  
        result = less;
end
endmodule
$ cat /design/flow/run.sh
#!/bin/bash
# OpenROAD 26Q1-2900-gdf79404cd8, Yosys 0.63+post, stock flow scripts
make -C /OpenROAD-flow-scripts/flow DESIGN_CONFIG=/design/flow/config.mk WORK_HOME=/design/flow/orfs finish
$ cat /design/flow/config.mk
export PLATFORM = sky130hd
export DESIGN_NAME = alu_bot
export DESIGN_NICKNAME = alu_bot
export VERILOG_FILES = /design/flow/design.v
export SDC_FILE = /design/flow/constraint.sdc
export NUM_CORES = 4
export LEC_CHECK = 1
export CORE_AREA = 10 10 70 70
export DIE_AREA = 0 0 80 80
$ cat /design/flow/constraint.sdc
current_design alu_bot

set clk_period 2.2
set clk_io_pct 0.2

create_clock -name clk0 -period $clk_period

set non_clock_inputs [all_inputs -no_clocks]
set_input_delay [expr $clk_period * $clk_io_pct] -clock clk0 $non_clock_inputs
set_output_delay [expr $clk_period * $clk_io_pct] -clock clk0 [all_outputs]
==> reports/qor.txt <==
part of the power in registers - 0%
logic area - 148 um^2
Final Max Slew Viols - 0
cell area after placement - 332 um^2
count of tool warnings - 33
Top Layout Cells - 6 x dlygate4sd2_1, 4 x clkdlybuf4s50_1, 4 x buf_4
DR WL/cell - 7.14 um
yosys stat chip area - 131 um^2
via-per-instance ratio - 2.30
Sw Pwr - 0.0342 mW
chip area - 6400 um^2
Worst Min Path Start - operation[0]
Worst setup SP type - primary input
Rows - 21
Pre-Place Util - 3.85%
Hold Vio Cnt, Final - 0
Syn Inst Count - 19
IO buf count - 12
Sw Share - 40.8%
mapped cell area - 131 um^2
fin crit period - 2.14 ns
global-route wire length before repair - 814 um
Fmax achieved - 468 MHz
post-layout period usage - 97.2%
global route total overflow - 0
largest net degree at the start of global routing - 6
Finished Cell Area - 352 um^2
DRC Markers - 0
DRT iter0 DRCs - 8
CP required - 1.76 ns
clock power share - 0%
distinct lib cells - 12
Synth Area per Inst - 6.91 um^2
CLK BUF - 0
Internal - 0.0496 mW
Pre-antenna DRT Iters - 2
total track usage - 1.64%
total power - 0.0838 mW
RSZ-0062 raised after global routing - true
die height - 80 um
number of max-cap violations - 0
Max VDD drop - 0.0332 mV
flip-flop and latch area - 0 um^2
Crit Path Class - primary input to output pin
ANT nets after route - 0
DP HPWL - 508 um
die width - 80 um
Worst Max-Slew Pin Slew - 0.306 ns
CORE AREA - 3420 um^2
fraction of layout cells with a size suffix above 1 - 34.3%
fillers - 407
relative slew slack - 79.5%
ys cells - 19
final setup fails - 0
critical path launch point - B_invert
ANT cells - 0
type of the most critical hold path - primary input to output pin
combinational share of power - 100.0%
critical path arrival - 1.70 ns
CP Capture Type - output pin
initial antenna violation count - 0
PwrDens - 238 nW/um^2
P_leak - 0.133 nW
Area Overhead vs Synth - 168%
WHS Path Cells - 3
Synth Seq Share - 0%
WL final - 578 um
FF+latch count - 0
vias in the first global route - 171
most used logic cell in the final layout - dlygate4sd2_1
status - completed
# IOs - 12
CP Max Fanout - 4
Syn. warnings - 1
total vias in the final route - 186
GPL Wtd Cong - 0.644
cells in the mapped netlist:
cell / number / area share [%]
a21oi_1: 2 / 7.6
a21oi_2: 1 / 6.7
and2_4: 1 / 6.7
inv_1: 1 / 2.9
nand2_1: 3 / 8.6
nor2_1: 3 / 8.6
nor3_1: 1 / 3.8
nor3b_1: 1 / 5.7
o221ai_1: 1 / 6.7
o22ai_1: 1 / 4.8
xnor2_2: 2 / 25
xor2_1: 2 / 13
layer usage:
metal	share of wire [%]	vias to the layer above	wire length, um	GRT usage, %
li1	-	100	-	-
met4	0	0	0	0
met1	40	82	232	1.58
met3	4.2	0	24	0.227
met5	0	-	0	0
met2	56	4	322	3.61
logic make-up after synthesis:
kind of cell	after synthesis	synth area share, %
AND/OR/NAND/NOR	9	33.3
AND-OR/OR-AND	5	25.7
XOR/XNOR	4	38.1
buffers and inverters	1	2.85
layout make-up:
class	instances	area share (%)
inverter	1	1.07
timing repair buffer	16	40.6
tap	46	16.4
multi-input combinational	18	42.0
through the flow:
stage	instances	setup TNS (ns)	util, %	worst slack, ns	hold slack (ns)
after global placement	80	-1.37	9.71	-0.446	1.87
after CTS	81	0	9.71	0.0224	1.70
after detailed placement	80	-1.42	9.71	-0.458	1.87
after floorplan	19	0	-	0.639	0.894
final	81	0	10.3	0.0616	1.62
after global routing	81	-0.00926	10.3	-0.00926	1.66
power by group through the flow:
stage / Combinational, mW / Sequential [mW] / Clock, mW
after CTS: 0.0772 / 0 / 0
after global routing: 0.0920 / 0 / 0
final: 0.0838 / 0 / 0
critical path, stage by stage:
cell             delay [ns]
dlygate4sd2_1          0.25
xnor2_2                0.29
and2_4                 0.23
a21oi_1                0.07
nor3b_1                0.19
clkdlybuf4s15_1        0.22
repair_timing:
action / in CTS / in global routing
endpoints found under the setup margin: 4 / 1
hold buffers: 0 / 0
buffers inserted: 1 / 0
endpoints found under the hold margin: 0 / 0
resized: 9 / 5
pin swaps: 5 / 8
final timing paths:
check                 endpoint  slack (ns)
worst max-delay path  overflow        0.06
worst min-delay path  overflow        1.62
No activity file was given, so power comes from the tool's default toggle rates.
